<file path="./config.mk">
export PLATFORM = sky130hd
export DESIGN_NAME = ID_EX
export DESIGN_NICKNAME = ID_EX
export VERILOG_FILES = /design/flow/design.v
export SDC_FILE = /design/flow/constraint.sdc
export NUM_CORES = 4
export LEC_CHECK = 1
export CORE_UTILIZATION = 50
</file>
<file path="./constraint.sdc">
current_design ID_EX

set clk_period 1.0
set clk_io_pct 0.2

create_clock -name clk0 -period $clk_period [get_ports {inp_clk}]

set non_clock_inputs [all_inputs -no_clocks]
set_input_delay [expr $clk_period * $clk_io_pct] -clock clk0 $non_clock_inputs
set_output_delay [expr $clk_period * $clk_io_pct] -clock clk0 [all_outputs]
</file>
<file path="./design.v">
`timescale 1ns / 1ps
module ID_EX(inp_clk,inp_hit,inp_func,inp_address,inp_data1,inp_data2,inp_immdate,inp_rt,inp_rd
,inp_regDst,inp_aluSrc,inp_memToReg,inp_regWrite,inp_memRead,inp_memWrite,inp_branch,inp_aluOp,
out_func,out_address,out_data1,out_data2,out_immdate,out_rt,out_rd
,out_regDst,out_aluSrc,out_memToReg,out_regWrite,out_memRead,out_memWrite,out_branch,out_aluOp);
input inp_clk,inp_hit,inp_regDst,inp_aluSrc,inp_memToReg,inp_regWrite,inp_memRead,inp_memWrite,inp_branch;
input [2:0] inp_aluOp;
input [2:0]inp_rt,inp_rd;
input [3:0]inp_func;
input [15:0] inp_address,inp_data1,inp_data2,inp_immdate;
output reg out_regDst,out_aluSrc,out_memToReg,out_regWrite,out_memRead,out_memWrite,out_branch;
output reg [2:0] out_aluOp;
output reg [2:0] out_rt,out_rd;
output reg [3:0] out_func;
output reg [15:0] out_address,out_data1,out_data2,out_immdate;
always @(negedge inp_clk)
begin
	if(1 == inp_hit)
		begin
		out_regDst=inp_regDst;
		out_aluSrc=inp_aluSrc;
		out_memToReg=inp_memToReg;
		out_regWrite=inp_regWrite;
		out_memRead=inp_memRead;
		out_memWrite=inp_memWrite;
		out_branch=inp_branch;
		out_aluOp=inp_aluOp;
		out_rt=inp_rt;
		out_rd=inp_rd;
		out_func = inp_func;
		out_address=inp_address;
		out_data1=inp_data1;
		out_data2=inp_data2;
		out_immdate=inp_immdate;
		end
end
endmodule
</file>
<file path="./run.sh">
#!/bin/bash
# OpenROAD 26Q1-2900-gdf79404cd8, Yosys 0.63+post, stock flow scripts
make -C /OpenROAD-flow-scripts/flow DESIGN_CONFIG=/design/flow/config.mk WORK_HOME=/design/flow/orfs finish
</file>
==> Table 3: Implementation characteristics <==
Table: implementation figures

Parameter                              Value

Floorplan
  I/O Pins .................. 170
  Die extent in y .................. 73.1 um
  Initial cell density of the core .................. between 50% and 60%
  Number of standard-cell rows in the floorplan .................. 25
  Die Wd .................. 73.1 um

Run status
  Outcome .................. did not finish
  Error .................. [ERROR DPL-0036] Detailed placement failed.
  Halt point of the flow .................. 3_5_place_dp

Yosys
  Top cells by area, synth .................. edfxtp_1 (100%), inv_1 (0.15%)
  Post-synthesis sequential area ratio .................. ~100%
  Number of warnings issued by yosys .................. 1
  Area fraction of the dominant cell type after synthesis .................. 99.9%
  Cell type with the largest total area after synthesis .................. edfxtp_1
  Syn Inst Count .................. 85
  Number of storage elements in the synthesis netlist .................. 84
  Number of different library cells in the post-synthesis netlist .................. 2
  Synth cell count leaders .................. edfxtp_1 (84), inv_1 (1)
  Synth Flop Type .................. edfxtp_1
  Synthesis area per yosys .................. 0.00253 sq mm
  Most used standard cell by instance count after synthesis .................. edfxtp_1
  Per-instance average area after synthesis .................. between 20 and 30 sq um
  Count of flip-flops with a built-in enable after synthesis .................. 84
  Mapped cell area .................. between 0.002 and 0.003 sq mm
  Yosys Instances .................. 85
  Async S/R FF share, synth .................. 0%

Placement
  Gpl congestion .................. 0.795
  Number of port buffers .................. 169
## logic make-up after synthesis
kind of cell           after synthesis  synth area share, %
buffers and inverters                1                0.148
flip-flops                          84                 99.9
## per-stage QoR
| stage | power, mW | TNS, ns | setup WS (ns) |
|---|---|---|---|
| floorplan | 4.76 | 0 | 0.00132 |
| global placement | 5.68 | -98.71 | -0.488 |
No activity file was given, so power comes from the tool's default toggle rates.
