<file path="design.v">
`timescale 1ns / 1ps
module ALU(inp_clk,inp_data1,inp_data2,inp_aluControl,out_resultAlu,out_zero);
input inp_clk;
input [15:0] inp_data1,inp_data2;
input [3:0] inp_aluControl;
wire [31:0] mux,div;
wire muxDone,divDone;
multiplier multiplier_ALU (
    .inp_clk(inp_clk), 
    .inp_a(inp_data1), 
    .inp_b(inp_data2), 
    .out_result(mux), 
    .out_done(muxDone)
    );
divider divider_ALU (
    .inp_clk(inp_clk), 
    .inp_a(inp_data1), 
    .inp_b(inp_data2), 
    .out_done(divDone), 
    .out_result(div)
    );
output [15:0] out_resultAlu;
output out_zero;
assign out_resultAlu = (inp_aluControl == 0 ? inp_data1+inp_data2:
								inp_aluControl == 1 ? inp_data1-inp_data2:
								inp_aluControl == 2 ? ~inp_data1:
								inp_aluControl == 3 ? inp_data1<<inp_data2:
								inp_aluControl == 4 ? inp_data1>>inp_data2:
								inp_aluControl == 5 ? inp_data1&inp_data2:
								inp_aluControl == 6 ? inp_data1|inp_data2:
								inp_aluControl == 7 ? inp_data1<inp_data2:
								inp_aluControl == 8 ? mux:div[31:16]);
assign out_zero = (out_resultAlu == 0)?1:0;
endmodule
`timescale 1ns / 1ps
module ALUControl(inp_aluOp,inp_func,out_aluControl);
input [2:0] inp_aluOp;
input [3:0] inp_func;
output [3:0] out_aluControl;
assign out_aluControl = (inp_aluOp == 1?1:
								 inp_aluOp == 2?7:
								 inp_aluOp == 3?0:
								 inp_aluOp == 4?8:
								 inp_aluOp == 5?9:
								 inp_func == 0?0:
								 inp_func == 1?1:
								 inp_func == 2?5:
								 inp_func == 3?6:
								 inp_func == 4?7:
								 inp_func == 5?3:
								 inp_func == 6?4:
								 inp_func == 7?2:
								 inp_func == 8?8:
								 inp_func == 9?9:0);
endmodule
`timescale 1ns / 1ps
module Execute(inp_clkFast,inp_aluSrc,inp_aluOp,inp_fucn,inp_data1,inp_data2,inp_immidate,out_zero,out_aluResult);
input inp_clkFast;
input inp_aluSrc;
input [2:0]inp_aluOp;
input [3:0]inp_fucn;
input [15:0] inp_data1,inp_data2,inp_immidate;
wire  [15:0] w_selcet;
wire  [3:0] w_contrlAlu;
output out_zero;
output [15:0] out_aluResult;
sixteenMuxTwoToOne sixteenMuxTwoToOne_Execute (
    .in_one(inp_data2), 
    .in_two(inp_immidate), 
    .in_select(inp_aluSrc), 
    .ou_result(w_selcet)
    );
ALUControl ALUControl_Execute (
    .inp_aluOp(inp_aluOp), 
    .inp_func(inp_fucn), 
    .out_aluControl(w_contrlAlu)
    );
ALU ALU_Execute (
	 .inp_clk(inp_clkFast),
    .inp_data1(inp_data1), 
    .inp_data2(w_selcet), 
    .inp_aluControl(w_contrlAlu), 
    .out_resultAlu(out_aluResult), 
    .out_zero(out_zero)
    );
endmodule
`timescale 1ns / 1ps
module adder_subtracterMux(inp_control,inp_result,inp_var,out_result);
input [1:0] inp_control;
input [31:0] inp_result,inp_var;
output [31:0] out_result;
wire [31:0] add,sub;
assign add = inp_result + inp_var;
assign sub = inp_result - inp_var;
assign out_result = (inp_control == 1?add:
							inp_control == 2?sub:inp_result);
endmodule
`timescale 1ns / 1ps
module controlPattern1(inp_data,out_result);
input [1:0] inp_data;
output [1:0] out_result;
assign out_result = (inp_data == 1?1:
						  (inp_data == 2?2:0));
endmodule
`timescale 1ns / 1ps
module divider(inp_clk,inp_a,inp_b,out_done,out_result);
input inp_clk;
input [15:0] inp_a,inp_b;
reg [15:0] save_a,save_b;
output reg out_done;
output reg [31:0] out_result;
reg [31:0] reminder,divisor;
reg [15:0] qoutient;
reg [4:0] count;
wire [31:0]subTrator ;
assign subTrator = reminder - divisor;
initial
begin
	count = 0;
	save_a = 0;
	save_b = 0;
	out_done = 0;
	out_result = 0;
	reminder = 0;
	divisor = 0;
	qoutient = 0;
end
always@(inp_clk)
begin
	if(count != 0)
		begin
		qoutient = {qoutient[14:0],1'b0};
		divisor = {1'b0,divisor[31:1]};
		if(subTrator[31] == 0) 
		begin
			reminder = subTrator;
			qoutient[0] = 1;
		end
		count = count -1;
		out_result = {qoutient[15:0],reminder[15:0]};
		end
	else if(save_a != inp_a || save_b != inp_b)
		begin
		save_a = inp_a;
		save_b = inp_b;
		out_done = 0;
		out_result = 0;
		reminder = {16'b0,inp_a};
		divisor = {inp_b,16'b0};
		qoutient = 0;
		count = 17;
		end
	else
		begin
		out_done = 1;
		end
end
endmodule
`timescale 1ns / 1ps
module multiplier(inp_clk,inp_a,inp_b,out_result,out_done);
input inp_clk;
input [15:0] inp_a,inp_b;
output reg out_done;
output reg [31:0] out_result;
reg [5:0] counter;
reg [31:0] reg_save_a,reg_save_b;
reg [31:0] a_change,b_change;
wire [1:0] controlPattern;
wire [31:0]addSubbResult;
controlPattern1 controlPattern1_multiplier (
    .inp_data(reg_save_a[1:0]), 
    .out_result(controlPattern)
    );
adder_subtracterMux adder_subtracterMux_multiplier (
    .inp_control(controlPattern), 
    .inp_result(out_result), 
    .inp_var(reg_save_b), 
    .out_result(addSubbResult)
    );
initial
begin
a_change = 0;
b_change = 0;
out_result = 0;
end
always @(inp_clk )
begin
	if(counter != 0)
	begin
		out_result = addSubbResult;
		reg_save_a = {reg_save_a[31],reg_save_a[31:1]};
		reg_save_b = {reg_save_b[30:0],1'b0};
		counter = counter - 1;
	end
	else
	begin
		out_done = 1;
	end
	if(a_change != inp_a || b_change != inp_b)
	begin
		counter = 32;
		out_done = 0;
		reg_save_a = {{15{inp_a[15]}},inp_a,1'b0};
		reg_save_b = {{16{inp_b[15]}},inp_b};
		out_result = 0;
		a_change = inp_a;
		b_change = inp_b;
	end
end
endmodule
`timescale 1ns / 1ps
module muxTwoToOne(in_one,in_two,in_select,ou_result
    );
	input in_one,in_two,in_select;
	output ou_result;
	wire selectOne,selectTwo;
	wire helpSecet = (in_select === 1'bx)?0:in_select;
	assign selectOne = in_one & (~helpSecet);
	assign selectTwo = in_two & helpSecet;
	assign ou_result = selectOne | selectTwo ;
endmodule
`timescale 1ns / 1ps
module sixteenMuxTwoToOne(in_one,in_two,in_select,ou_result);
	input [15:0] in_one,in_two;
	input in_select;
	output [15:0] ou_result;
	muxTwoToOne zero_bit (.in_one(in_one[0]), .in_two(in_two[0]), .in_select(in_select), .ou_result(ou_result[0]));
	muxTwoToOne one_bit (.in_one(in_one[1]), .in_two(in_two[1]), .in_select(in_select), .ou_result(ou_result[1]));
	muxTwoToOne two_bit (.in_one(in_one[2]), .in_two(in_two[2]), .in_select(in_select), .ou_result(ou_result[2]));
	muxTwoToOne three_bit (.in_one(in_one[3]), .in_two(in_two[3]), .in_select(in_select), .ou_result(ou_result[3]));
	muxTwoToOne four_bit (.in_one(in_one[4]), .in_two(in_two[4]), .in_select(in_select), .ou_result(ou_result[4]));
	muxTwoToOne five_bit (.in_one(in_one[5]), .in_two(in_two[5]), .in_select(in_select), .ou_result(ou_result[5]));
	muxTwoToOne six_bit (.in_one(in_one[6]), .in_two(in_two[6]), .in_select(in_select), .ou_result(ou_result[6]));
	muxTwoToOne seven_bit (.in_one(in_one[7]), .in_two(in_two[7]), .in_select(in_select), .ou_result(ou_result[7]));
	muxTwoToOne eight_bit (.in_one(in_one[8]), .in_two(in_two[8]), .in_select(in_select), .ou_result(ou_result[8]));
	muxTwoToOne nine_bit (.in_one(in_one[9]), .in_two(in_two[9]), .in_select(in_select), .ou_result(ou_result[9]));
	muxTwoToOne ten_bit (.in_one(in_one[10]), .in_two(in_two[10]), .in_select(in_select), .ou_result(ou_result[10]));
	muxTwoToOne eleven_bit (.in_one(in_one[11]), .in_two(in_two[11]), .in_select(in_select), .ou_result(ou_result[11]));
	muxTwoToOne tweleve_bit (.in_one(in_one[12]), .in_two(in_two[12]), .in_select(in_select), .ou_result(ou_result[12]));
	muxTwoToOne thriteen_bit (.in_one(in_one[13]), .in_two(in_two[13]), .in_select(in_select), .ou_result(ou_result[13]));
	muxTwoToOne fourteen_bit (.in_one(in_one[14]), .in_two(in_two[14]), .in_select(in_select), .ou_result(ou_result[14]));
	muxTwoToOne fifteen_bit (.in_one(in_one[15]), .in_two(in_two[15]), .in_select(in_select), .ou_result(ou_result[15]));
endmodule
</file>
<file path="run.sh">
#!/bin/bash
# OpenROAD 26Q1-2900-gdf79404cd8, Yosys 0.63+post, stock flow scripts
make -C /OpenROAD-flow-scripts/flow DESIGN_CONFIG=/design/flow/config.mk WORK_HOME=/design/flow/orfs finish
</file>
<file path="config.mk">
export PLATFORM = sky130hd
export DESIGN_NAME = Execute
export DESIGN_NICKNAME = Execute
export VERILOG_FILES = /design/flow/design.v
export SDC_FILE = /design/flow/constraint.sdc
export NUM_CORES = 4
export LEC_CHECK = 1
export CORE_UTILIZATION = 50
</file>
<file path="constraint.sdc">
current_design Execute

set clk_period 11.4
set clk_io_pct 0.2

create_clock -name clk0 -period $clk_period

set non_clock_inputs [all_inputs -no_clocks]
set_input_delay [expr $clk_period * $clk_io_pct] -clock clk0 $non_clock_inputs
set_output_delay [expr $clk_period * $clk_io_pct] -clock clk0 [all_outputs]
</file>
==> flow_summary.toml <==
# flow metrics
[synthesis]
xor_share = 0.0708
topCellsByArea = "dlxtn_1 21%, ha_1 10%, nand2_1 4.9%"
synthTopLogicFamily = "AND-OR/OR-AND gates"
synthCells = 1757
numSynthFlops = 218
synth_chip_area_mm2 = 0.0132
yosysCellCount = 1757
adder_share = 0.112
simple_gate_share = 0.189
ys.flop_type = "dlxtn_1"
avgSynthCellArea_um2 = 7.53
yosysTopAreaCellShare = 0.210
mux_share = 0.0575
largest_area_cell = "dlxtn_1"
synthAoiAreaFrac = 0.253
synth_cell_types = 89
top_cell = "dlxtn_1"
ys_async_sr_fraction = 0
yosys-top-cells-count = "185 x dlxtn_1, 174 x nand2_1, 126 x o21ai_0"
synth.cell_area_mm2 = 0.0132
synth-edff-count = 0
synth_warnings = 330

[detailed_routing]
met1_length_um = 19100
antenna-diode-count = 0
drtIter0Drc = 1029
wl_met3_um = 2760
drc_errors = 0
via_per_inst = 6.06
top_layer = "met4"
vias = 12700
wl_per_cell_um = 20.6
ant_nets = 0
dr.pass1.iters = 5
routed_wl_um = 43000
wl_met2_um = 19300

[worst_setup_path]
crit_buf_inv = 4
slowest_delay_ns = 0.68
end_kind = "output port"
startpoint = "inp_data2[3]"
arrival_ns = 7.75
cp_slowest_cell = "a2111oi_0"
cp_common_cell = "clkdlybuf4s50_1"
crit_type = "in -> out"
crit_chain = "clkdlybuf4s50_1 -> buf_4 -> clkinv_1 -> ha_1 -> o21a_1 -> o31ai_1 -> a2111oi_0 -> or2_2 -> o22ai_1 -> nor2_1 -> o32ai_1 -> or4_1 -> nor4_2 -> nor4b_2 -> clkdlybuf4s50_1"
crit_required_ns = 9.12
crit_fanout = 33
crit_family = "buffers and inverters"
critPathLaunchType = "input pin"

[grt]
grt_max_degree = 78
grt_pass1_wl_um = 66200
antenna_found_initial = 1
grt-ovfl-total = 0
grt_util_all_layers = 0.329
grt_pass1_vias = 11600

[cells_and_area]
seq_area_mm2 = 0.00327
logic_area_mm2 = 0.00908
fin_area_mm2 = 0.0141
nFillCells = 2538
drive_gt1_frac = 0.0519
area_delta_synth_final_pct = 6.55
postLayoutCoreUtil = 0.543

[final_timing]
slew_violations = 0
untimed_endpoints = 218
unclocked_pins = 218
min_period_ns = 10.03
final.period_utilization = 0.880
relSlewSlack = 0.394
worst_pin_slew_ns = 0.906
rsz0062_at_grt = "false"
setup_viol = 0
final.setup.tns_ns = 0
max_freq_mhz = 99.7
finalHoldViolations = 0
layout_setup_ws_ns = 1.37

[outcome]
outcome = "finished, final reports clean"

[clock_network]
hold_buffers = 0
postCtsSetupRepairBufs = 0
cts.repair.resized = 0

[flow_run]
maxCapViolations = 0
log.warning_count = 97

[floorplan]
io_pins = 74
die_area_mm2 = 0.0271
core_mm2 = 0.0260
fp_util = 0.509
dieHeight_um = 165
die_w_um = 165
rows = 59

[placement]
hpwl_um = 31600
portBuffers = 56
place_area_mm2 = 0.0141
dp_slack_ns = 1.55
gp_congestion = 1.03

[power]
vdd_ir_drop_max_mv = 0.0274
p_leak_nw = 6.27
power_density_mw_per_mm2 = 23.9
finalPower_mw = 0.337

[min_path]
hold_depth = 5
min_from = "inp_data2[0]"
hold_end = "out_aluResult[0]"
hold_path_class = "in -> out"
## report_power, final
group / total, mW / internal [mW] / switching, mW
Clock: 0 / 0 / 0
Combinational: 0.316 / 0.128 / 0.188
Sequential: 0.0210 / 0.0164 / 0.00463
## flip-flops by register name, indices dropped and copies added, names as in the netlist
name / flops
ALU_Execute.divider_ALU.save_b: 16
ALU_Execute.divider_ALU.divisor: 32
ALU_Execute.multiplier_ALU.reg_save_a: 32
ALU_Execute.multiplier_ALU.reg_save_b: 16
ALU_Execute.multiplier_ALU.counter: 6
ALU_Execute.divider_ALU.out_result: 16
ALU_Execute.multiplier_ALU.b_change: 16
ALU_Execute.divider_ALU.count: 5
ALU_Execute.divider_ALU.reminder: 31
ALU_Execute.divider_ALU.save_a: 16
ALU_Execute.multiplier_ALU.a_change: 16
ALU_Execute.multiplier_ALU.out_result: 16
## layer usage
layer | up-vias | track usage
li1 | 6260 | -
met2 | 451 | 0.515
met5 | - | 0
met3 | 101 | 0.0405
met1 | 5844 | 0.474
met4 | 0 | 0.120
## layout by cell type, fill, tap and decap left out, types with 11 or more instances in the layout
cell type,synthesis,final
dlxtp_1,33,33
o211ai_1,18,18
nor2b_1,18,18
and2_1,20,20
nand4_1,16,16
a21o_1,19,19
ha_1,111,111
o21a_1,19,19
nor3_1,38,37
xor2_1,49,49
nand3_1,26,26
nand2_1,174,174
a21oi_1,109,108
nor4_1,22,21
nor2_1,125,123
or3_1,14,14
xnor2_1,58,58
inv_1,125,125
a221o_1,14,14
nand2b_1,19,19
o21bai_1,17,17
buf_4,2,41
o22ai_1,14,14
a211oi_1,18,18
mux2i_1,49,49
a31oi_1,11,11
o21ai_0,126,126
a221oi_1,15,15
dlxtn_1,185,185
o221ai_1,25,25
clkdlybuf4s50_1,0,54
## per-stage QoR
step	instances	hold WS, ns
2_1_floorplan	1757	4.75
3_3_place_gp	2087	5.44
3_5_place_dp	2087	5.46
4_1_cts	2087	5.46
5_1_grt	2087	5.52
6_report	2087	5.47
## how the worst max path moves through the flow
| stage | cells after the start | end | slack [ns] |
|---|---|---|---|
| final | 15 | out_zero | 1.37 |
| after global routing | 15 | out_zero | 1.17 |
| after CTS | 15 | out_zero | 1.52 |
## layout make-up
class	count	share of cell area
inverter	127	0.0338
multi-input combinational	1310	0.644
sequential	218	0.232
tap	335	0.0297
timing repair buffer	97	0.0608
## cells by family (layout without fill, tap and decap cells)
logic type      Yosys count  count (layout)
xor+xnor                107             107
compound gates          501             501
latches                 218             218
fa+ha+maj               116             116
buf+inv                 229             224
simple gates            520             520
mux                      66              66
