==> /design/flow/design.v <==
`timescale 1ns / 1ps
module Fetch(inp_clk,inp_branch,inp_pcSrc,out_PCTwo,out_hit,out_instruction);
	input inp_clk,inp_pcSrc;
	input [15:0] inp_branch;
	output out_hit;
	output [15:0] out_PCTwo,out_instruction;
	wire [15:0] w_instructionAddres;
	wire [15:0] w_nextw_instructionAddres;
	wire [63:0] w_dataLine;
	assign out_PCTwo = 2 + w_instructionAddres;
	sixteenMuxTwoToOne muxsixteen_Fetch (
    .in_one(out_PCTwo), 
    .in_two(inp_branch), 
    .in_select(inp_pcSrc), 
    .ou_result(w_nextw_instructionAddres)
    );
	PC PC_Fetch (
    .inp_nextInstructionAddress(w_nextw_instructionAddres), 
    .inp_clk(inp_clk), 
    .inp_hit(out_hit), 
    .out_address(w_instructionAddres)
    );
	 cache cache_Fetch (
    .inp_address(w_instructionAddres), 
    .inp_lineData(w_dataLine), 
    .inp_clk(inp_clk), 
    .out_instruction(out_instruction), 
    .out_hit(out_hit)
    );
	 memoryInstructions mem_Fetch (
    .inp_address(w_instructionAddres), 
    .inp_clk(inp_clk), 
    .out_dataLine(w_dataLine)
    );
endmodule
`timescale 1ns / 1ps
module PC(inp_nextInstructionAddress,inp_clk,inp_hit,out_address);
	input [15:0] inp_nextInstructionAddress;
	input inp_clk,inp_hit;
	output [15:0]out_address;
	reg [15:0]r_saveAdrres;
	reg [15:0]out_address;
	initial 
	begin
	r_saveAdrres = 0;
	end
	always @ (negedge inp_clk)
	begin
	if(inp_hit ||r_saveAdrres[15:0] === 16'bx)
		begin
		r_saveAdrres = inp_nextInstructionAddress;
		end
	out_address = r_saveAdrres;
	end
endmodule
`timescale 1ns / 1ps
module cache(inp_address,inp_lineData,inp_clk,out_instruction,out_hit);
input inp_clk;
input [15:0] inp_address;
input [63:0] inp_lineData;
output  [15:0] out_instruction;
output out_hit;
reg out_hit;
reg [15:0] out_instruction;
reg [74:0]reg_saveLine;
reg [74:0] reg_cache [7:0];
initial begin
	reg_cache[0][74] = 0;
	reg_cache[1][74] = 0;
	reg_cache[2][74] = 0;
	reg_cache[3][74] = 0;
	reg_cache[4][74] = 0;
	reg_cache[5][74] = 0;
	reg_cache[6][74] = 0;
	reg_cache[7][74] = 0;
end
always @(posedge inp_clk )
begin
reg_saveLine = reg_cache[inp_address[5:3]];
if(reg_saveLine[74] && reg_saveLine[73:64] == inp_address[15:6])
	begin
		if(0 == inp_address[2:1])
		begin
			out_instruction[15:0] = reg_saveLine[15:0];
		end
		else if(1 == inp_address[2:1])
		begin
			out_instruction[15:0] = reg_saveLine[31:16];
		end
		else if(2 == inp_address[2:1])
		begin
			out_instruction[15:0] = reg_saveLine[47:32];
		end
		else
		begin
			out_instruction[15:0] = reg_saveLine[63:48];
		end
		out_hit = 1'b1;
	end
else
	begin
		out_instruction = 64'bX;
		out_hit = 0;
	end
end
always @(inp_lineData)
begin
	if (inp_lineData !== 64'bX)
		begin
			reg_cache[inp_address[5: 3]][63: 0] = inp_lineData;
			reg_cache[inp_address[5: 3]][73: 64] = inp_address[15: 6];
			reg_cache[inp_address[5: 3]][74] = 1'b1;
		end	
end
endmodule
`timescale 1ns / 1ps
module memoryInstructions(inp_address,inp_clk,out_dataLine);
	input [15:0] inp_address;
	input inp_clk;
	output [63:0]out_dataLine;
	reg [15:0] save_address ;
	reg [63:0]out_dataLine;
	reg hit = 0;
	reg [7:0] memory[1023:0];
	reg [3:0]counter = 0;
	integer address;
	initial
	begin
		memory[11'd1] = 8'b1_000_000_1;
		memory[11'd0] = 8'b111_000_00; 
		memory[11'd3] = 8'b0_000_010_0;
		memory[11'd2] = 8'b111_000_01; 
		memory[11'd5] = 8'b1_000_011_0;
		memory[11'd4] = 8'b111_000_01; 
		memory[11'd7] = 8'h00;
		memory[11'd6] = 8'h00;
		memory[11'd8] = 8'h00;
		memory[11'd9] = 8'h00;
		memory[11'd10] = 8'h00;
		memory[11'd11] = 8'h00;
		memory[11'd12] = 8'h00;
		memory[11'd13] = 8'h00;
		memory[11'd14] = 8'h00;
		memory[11'd15] = 8'h00;
		memory[11'd17] = 8'b0_100_0000;
		memory[11'd16] = 8'b000_001_01; 
		memory[11'd19] = 8'b0_101_0001;
		memory[11'd18] = 8'b000_011_01; 
		memory[11'd21] = 8'b1_110_001_0;
		memory[11'd20] = 8'b000_011_00; 
		memory[11'd23] = 8'b0_111_001_0;
		memory[11'd22] = 8'b000_011_01; 
		memory[11'd25] = 8'b1_100_001_1;
		memory[11'd24] = 8'b000_011_00; 
		memory[11'd27] = 8'b0_101_001_1;
		memory[11'd26] = 8'b000_011_01; 
		memory[11'd29] = 8'b1_110_010_0;
		memory[11'd28] = 8'b000_011_00; 
		memory[11'd31] = 8'b1_111_010_0;
		memory[11'd30] = 8'b000_001_01; 
		memory[11'd33] = 8'b1_100_010_1;
		memory[11'd32] = 8'b000_011_00; 
		memory[11'd35] = 8'b1_101_011_0;
		memory[11'd34] = 8'b000_011_00; 
		memory[11'd37] = 8'b0_110_011_1;
		memory[11'd36] = 8'b000_011_00; 
		memory[11'd39] = 8'b1_000_000_1;
		memory[11'd38] = 8'b001_011_11; 
		memory[11'd41] = 8'b0_001_000_0;
		memory[11'd40] = 8'b001_011_10; 
		memory[11'd43] = 8'b1_000_000_0;
		memory[11'd42] = 8'b101_000_01; 
		memory[11'd45] = 8'b1_000_000_0;
		memory[11'd44] = 8'b100_000_10; 
		memory[11'd47] = 8'b0_110_100_0;
		memory[11'd46] = 8'b000_011_01; 
		memory[11'd49] = 8'b0_111_100_1;
		memory[11'd48] = 8'b000_011_01; 
		memory[11'd51] = 8'b0_000_001_1;
		memory[11'd50] = 8'b011_011_10; 
		memory[11'd53] = 8'b0_000_001_1;
		memory[11'd52] = 8'b010_011_11; 
		memory[11'd55] = 8'b1_110_100_1;
		memory[11'd54] = 8'b110_011_10; 
		memory[11'd57] = 8'h00;
		memory[11'd56] = 8'h00;
		memory[11'd58] = 8'h00;
		memory[11'd59] = 8'h00;
		memory[11'd60] = 8'h00;
		memory[11'd61] = 8'h00;
		memory[11'd62] = 8'h00;
		memory[11'd63] = 8'h00;
		memory[11'd64] = 8'h00;
		memory[11'd65] = 8'h00;
		memory[11'd66] = 8'h00;
		memory[11'd67] = 8'h00;
		memory[11'd68] = 8'h00;
		memory[11'd69] = 8'h00;
	end
	always @(posedge inp_clk)
	begin
		if(save_address[15:3] !== inp_address[15:3])
			begin
				hit = 0;
				counter = 0;
			end
		if(hit == 0)
			begin
			counter =counter+ 1;
			if(counter == 3'b101)
				begin 
					hit = 1;
					counter = 0;
				end
			end
		save_address = inp_address;
		if(hit === 1)
			begin				
			address = (save_address[15:3]<<3);
			out_dataLine = {memory[address+6],memory[address+7],memory[address+4],memory[address+5],memory[address+2],memory[address+3],memory[address+0],memory[address+1]};			
			end
		else
			begin
			out_dataLine = 64'bX;
			end
	end
endmodule
`timescale 1ns / 1ps
module muxTwoToOne(in_one,in_two,in_select,ou_result
    );
	input in_one,in_two,in_select;
	output ou_result;
	wire selectOne,selectTwo;
	wire helpSecet = (in_select === 1'bx)?0:in_select;
	assign selectOne = in_one & (~helpSecet);
	assign selectTwo = in_two & helpSecet;
	assign ou_result = selectOne | selectTwo ;
endmodule
`timescale 1ns / 1ps
module sixteenMuxTwoToOne(in_one,in_two,in_select,ou_result);
	input [15:0] in_one,in_two;
	input in_select;
	output [15:0] ou_result;
	muxTwoToOne zero_bit (.in_one(in_one[0]), .in_two(in_two[0]), .in_select(in_select), .ou_result(ou_result[0]));
	muxTwoToOne one_bit (.in_one(in_one[1]), .in_two(in_two[1]), .in_select(in_select), .ou_result(ou_result[1]));
	muxTwoToOne two_bit (.in_one(in_one[2]), .in_two(in_two[2]), .in_select(in_select), .ou_result(ou_result[2]));
	muxTwoToOne three_bit (.in_one(in_one[3]), .in_two(in_two[3]), .in_select(in_select), .ou_result(ou_result[3]));
	muxTwoToOne four_bit (.in_one(in_one[4]), .in_two(in_two[4]), .in_select(in_select), .ou_result(ou_result[4]));
	muxTwoToOne five_bit (.in_one(in_one[5]), .in_two(in_two[5]), .in_select(in_select), .ou_result(ou_result[5]));
	muxTwoToOne six_bit (.in_one(in_one[6]), .in_two(in_two[6]), .in_select(in_select), .ou_result(ou_result[6]));
	muxTwoToOne seven_bit (.in_one(in_one[7]), .in_two(in_two[7]), .in_select(in_select), .ou_result(ou_result[7]));
	muxTwoToOne eight_bit (.in_one(in_one[8]), .in_two(in_two[8]), .in_select(in_select), .ou_result(ou_result[8]));
	muxTwoToOne nine_bit (.in_one(in_one[9]), .in_two(in_two[9]), .in_select(in_select), .ou_result(ou_result[9]));
	muxTwoToOne ten_bit (.in_one(in_one[10]), .in_two(in_two[10]), .in_select(in_select), .ou_result(ou_result[10]));
	muxTwoToOne eleven_bit (.in_one(in_one[11]), .in_two(in_two[11]), .in_select(in_select), .ou_result(ou_result[11]));
	muxTwoToOne tweleve_bit (.in_one(in_one[12]), .in_two(in_two[12]), .in_select(in_select), .ou_result(ou_result[12]));
	muxTwoToOne thriteen_bit (.in_one(in_one[13]), .in_two(in_two[13]), .in_select(in_select), .ou_result(ou_result[13]));
	muxTwoToOne fourteen_bit (.in_one(in_one[14]), .in_two(in_two[14]), .in_select(in_select), .ou_result(ou_result[14]));
	muxTwoToOne fifteen_bit (.in_one(in_one[15]), .in_two(in_two[15]), .in_select(in_select), .ou_result(ou_result[15]));
endmodule
==> /design/flow/run.sh <==
#!/bin/bash
# OpenROAD 26Q1-2900-gdf79404cd8, Yosys 0.63+post, stock flow scripts
make -C /OpenROAD-flow-scripts/flow DESIGN_CONFIG=/design/flow/config.mk WORK_HOME=/design/flow/orfs finish
==> /design/flow/config.mk <==
export PLATFORM = sky130hd
export DESIGN_NAME = Fetch
export DESIGN_NICKNAME = Fetch
export VERILOG_FILES = /design/flow/design.v
export SDC_FILE = /design/flow/constraint.sdc
export NUM_CORES = 4
export LEC_CHECK = 1
export CORE_AREA = 10 10 75 75
export DIE_AREA = 0 0 85 85
export SYNTH_MEMORY_MAX_BITS = 65536
==> /design/flow/constraint.sdc <==
current_design Fetch

set clk_period 4.0
set clk_io_pct 0.2

create_clock -name clk0 -period $clk_period [get_ports {inp_clk}]

set non_clock_inputs [all_inputs -no_clocks]
set_input_delay [expr $clk_period * $clk_io_pct] -clock clk0 $non_clock_inputs
set_output_delay [expr $clk_period * $clk_io_pct] -clock clk0 [all_outputs]
==> results.cfg <==
; synthesis and place-and-route metrics
[grt]
globalRouteOverflowTotal = 0
grt_use_met3 = 0.0299
grt_first_pass_wirelength_um = 3300
grt_usage = 0.0541
pin_count_of_the_biggest_net_entering_global_routing = 10
top_usage_layer = met2
first_global_vias = 768
number_of_antenna_violations_at_the_first_check_in_global_routing = 0
grtUsageMet2 = 0.0797
globalRouteMet1Util = 0.0626

[flow_run]
cap_viol_max_count = 0
log.warning_count = 60

[timing]
hold-worst-slack_ns = 0.445
setup_viol = 12
post-route-worst-setup-slack_ns = -0.473
rsz0062_at_grt = true
timing.final.max_slew_violations = 0
final.setup_skew_ns = 0.0179
final_number_of_hold_violating_endpoints = 0

[power_and_ir_drop]
power_switching_mw = 0.0970
leakagePower_nw = 0.680
power.share.sequential = 0.374
power_share_of_the_combinational_group = 0.002
clock_power_share = 0.624
power.density_cell_area_nw_per_um2 = 294
netSwitchingFraction = 0.243
cellInternalPower_mw = 0.302
vdd_ir_max_v = 0.000171

[synthesis]
prevailing_post_synth_register_cell = sky130_fd_sc_hd__dfxtp_1
synth.lib_cells_used.distinct = 17
yosysMostFrequentCell = sky130_fd_sc_hd__buf_4
synth_area_um2 = 805
ys_seq_elements = 15
ys_top_cells_by_area = sky130_fd_sc_hd__dfxtp_1, sky130_fd_sc_hd__buf_4, sky130_fd_sc_hd__xnor2_1
post_synth_arst_share = 0
ys_cells = 86
synth-area-yosys_um2 = 805
yosys_warnings = 4
synthCells = 86
top_cells_by_count = sky130_fd_sc_hd__buf_4, sky130_fd_sc_hd__dfxtp_1, sky130_fd_sc_hd__xnor2_1, sky130_fd_sc_hd__nand2_1, sky130_fd_sc_hd__xor2_1
synth_sequential_area_ratio = 0.373
enable_flop_cells = 0
largest_area_cell = sky130_fd_sc_hd__dfxtp_1
post-synth-top-area-fraction = 0.373
synth_area_per_cell_um2 = 9.35

[detailed_routing]
antenna_cells_inserted = 0
vias = 666
route.antenna.remaining_nets = 0
drc = 0
drt-wirelength-per-cell_um = 10.9
initialDrtViolationCount = 9
wl_um = 2060
drt_pre_antenna_iters = 2
vias_per_cell = 3.54

[clock_network]
cts_hold_buffers = 0
clock_tree.root_cell = sky130_fd_sc_hd__clkbuf_8
clkLatencyLatePin_ns = 0.33
tritoncts_num_sinks = 15
clkSlewWorstSetupHoldPaths_ns = 0.04
cts_buf_count = 3
tritoncts = yes
clock_path_buffers = 2
h_tree_levels = 1

[setup_path]
worst_ep_arrival_time_ns = 3.67
r2r_cells = 9
worstPathMaxFanout = 3
sort_of_element_at_the_start_of_the_critical_path = register
worstReg2RegStart = PC_Fetch.out_address[3]
critical_path_endpoint = out_PCTwo[12]
cp-startpoint = PC_Fetch.out_address[3]
worstReg2RegEnd = PC_Fetch.out_address[13]
worstPathRequired_ns = 3.20
crit_type = register to output pin
worst_setup_path_end_kind = output pin
reg2reg_slack_ns = 2.38

[floorplan]
core_box_area_um2 = 4060
die.size.x_um = 85
fp.dieArea_um2 = 7230
fp.dieH_um = 85
fp_util = 0.198
core.rowCount = 23
num_io_pins = 51

[finish]
synthToLayoutAreaGrowth_pct = 68.9
drive_gt1_frac = 0.594
largest_reg_flops = 15

[place]
hpwl_um = 1270
place_worst_setup_slack_ns = -0.484
place_congestion = 0.714
port_buffers = 15

[run_status]
outcome = finished with violations
failing_checks = setup timing

[min_path]
worst_hold_path_type = register to register
logic make-up after synthesis:
kind of cell / count (synthesis) / share of synthesized area
other: 1 / 0.00466
buffers and inverters: 35 / 0.317
adder cells (fa/ha/maj): 1 / 0.0155
XOR/XNOR: 13 / 0.142
flip-flops: 15 / 0.373
AND/OR/NAND/NOR: 21 / 0.148
metrics by stage:
stage	instance area, um2	std cells	total power [mW]	util	setup TNS, ns
after global routing	1360	188	0.428	0.335	-4.77
after floorplan	871	103	0.190	-	-0.0985
after global placement	986	155	0.179	0.243	-4.13
after detailed placement	986	155	0.179	0.243	-4.18
final	1360	188	0.399	0.335	-3.63
after CTS	1300	186	0.408	0.321	-3.80
cell usage in the layout (no fill, tap or decap), drive strengths merged, types with 2 or more instances in the layout:
cell,n
nand4,3
nand3,5
buf,48
xor2,5
nor3,2
conb,18
dlygate4sd2,2
inv,16
nor2,2
nand2,5
xnor2,8
dfxtp,15
clkbuf,3
cell type report:
type / count / area [um2]
well taps: 50 / 62.6
flip-flops and latches: 15 / 314
inverters: 1 / 3.75
clock inverters: 16 / 86.3
multi-input cells: 53 / 468
clock buffers: 3 / 41.3
repair buffers: 50 / 383
fillers: 380 / 2700
critical path, stage by stage (launching register included):
cell                      delay [ns]
sky130_fd_sc_hd__dfxtp_2        0.32
sky130_fd_sc_hd__and3_4         0.20
sky130_fd_sc_hd__buf_6          0.10
sky130_fd_sc_hd__nand3_4        0.05
sky130_fd_sc_hd__or3_4          0.37
sky130_fd_sc_hd__xnor2_2        0.17
sky130_fd_sc_hd__buf_2          0.12
power by group through the flow:
| stage | combinational (mW) | clock [mW] | sequential (mW) |
|---|---|---|---|
| 4_1_cts | 0.00154 | 0.258 | 0.149 |
| 5_1_grt | 0.00194 | 0.277 | 0.149 |
| 6_report | 0.000934 | 0.249 | 0.149 |
how the worst min path moves through the flow:
| stage | depth (start not counted) | to | start |
|---|---|---|---|
| final | 1 | PC_Fetch.out_address[15] | PC_Fetch.out_address[15] |
| after CTS | 1 | PC_Fetch.out_address[15] | PC_Fetch.out_address[15] |
| after global routing | 1 | PC_Fetch.out_address[15] | PC_Fetch.out_address[15] |
per-layer routing:
layer	vias to the layer above	share of wire
met3	4	0.082
met1	309	0.42
met5	-	0
met2	26	0.49
met4	0	0.010
li1	327	-
what timing repair did:
| item | in CTS | in global routing |
|---|---|---|
| setup buffers | 15 | 4 |
| setup endpoints to repair | 15 | 13 |
| gates cloned | 0 | 0 |
| pin swaps | 23 | 17 |
| resized | 77 | 8 |
Power is estimated from default activity; no workload was simulated.
